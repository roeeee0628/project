==> design/flow/run.sh <==
#!/bin/bash
# OpenROAD 26Q1-2900-gdf79404cd8, Yosys 0.63+post, stock flow scripts
make -C /OpenROAD-flow-scripts/flow DESIGN_CONFIG=/design/flow/config.mk WORK_HOME=/design/flow/orfs finish
==> design/flow/config.mk <==
export PLATFORM = sky130hd
export DESIGN_NAME = LASER
export DESIGN_NICKNAME = LASER
export VERILOG_FILES = /design/flow/design.v
export SDC_FILE = /design/flow/constraint.sdc
export NUM_CORES = 4
export LEC_CHECK = 1
export CORE_UTILIZATION = 30
==> design/flow/constraint.sdc <==
current_design LASER

set clk_period 20.8
set clk_io_pct 0.2

create_clock -name clk0 -period $clk_period [get_ports {CLK}]

set non_clock_inputs [all_inputs -no_clocks]
set_input_delay [expr $clk_period * $clk_io_pct] -clock clk0 $non_clock_inputs
set_output_delay [expr $clk_period * $clk_io_pct] -clock clk0 [all_outputs]
==> design/flow/design.v <==
module LASER (
input CLK,
input RST,
input [3:0] X,
input [3:0] Y,
output reg [3:0] C1X,
output reg [3:0] C1Y,
output reg [3:0] C2X,
output reg [3:0] C2Y,
output reg DONE);
reg [3:0] X_reg [0:39];
reg [3:0] Y_reg [0:39];
reg [2:0] c_state ,n_state ;
reg [7:0] c_counter, n_counter;
reg [5:0] c_counter1, n_counter1;
reg [4:0] cir_count,n_cir_count,cir_count_2;
reg [4:0] max_cir_count;
reg [5:0] old_cir_count;
reg [7:0] max_address;
wire [8:0] dis1,dis2;
reg  label_reg [0:39];
parameter IDLE = 3'd0, TAKE = 3'd1, FIND_1 = 3'd2,COMPARE = 3'd3,CONVERGE = 3'd4,LABEL = 3'd5,FINISH = 3'd7;
integer i;
always @(posedge CLK or posedge RST)begin
	if(RST)begin
		c_state <= IDLE;
	end
	else begin
		c_state <= n_state;
	end
end
always @(*)begin
	case(c_state)
		IDLE : 
			n_state = TAKE;
		TAKE :
			n_state = (c_counter == 6'd39) ? FIND_1 : TAKE;
		FIND_1 :
			n_state = (c_counter1 == 6'd38) ? COMPARE : FIND_1;
		COMPARE :
			n_state = (c_counter == 8'd255) ? CONVERGE : FIND_1;
		CONVERGE:
			n_state = (max_cir_count + cir_count_2 == old_cir_count) ? FINISH : LABEL;
		LABEL:
			n_state = (c_counter1 == 6'd38) ? FIND_1 : LABEL ;
		FINISH:
			n_state = IDLE;
		default:
			n_state = c_state;
	endcase
end
always @(posedge CLK or posedge RST)begin
	if(RST)begin
		for (i = 0 ; i <=39 ; i = i + 1)
			X_reg[i] <= 0;
	end
	else begin
		case(c_state)
			IDLE :
				X_reg[0] <= X;
			TAKE :
				X_reg[c_counter] <= X;
			default:
				for (i = 0 ; i <=39 ; i = i + 1)
					X_reg[i] <= X_reg[i];
		endcase
	end
end
always @(posedge CLK or posedge RST)begin
	if(RST)begin
		for (i = 0 ; i <=39 ; i = i + 1)
			Y_reg[i] <= 0;
	end
	else begin
		case(c_state)
			IDLE :
				Y_reg[0] <= Y;
			TAKE :
				Y_reg[c_counter] <= Y;
			default:
				for (i = 0 ; i <=39 ; i = i + 1)
					Y_reg[i] <= Y_reg[i];
		endcase
	end
end
always @(posedge CLK or posedge RST)begin
	if(RST)begin
		c_counter <= 1;
	end
	else begin
		c_counter <= n_counter;
	end
end
always @(*)begin
	case(c_state)
		TAKE : 
			n_counter = (c_counter == 6'd39) ? 0 : c_counter + 1;
		COMPARE :
			n_counter = (c_counter == 8'd255) ? 0 : c_counter + 1;
		CONVERGE :
			n_counter = {C1Y,C1X};
		LABEL :
			n_counter = (c_counter1 == 6'd38) ? 0 : c_counter; 
		FINISH :
			n_counter = 0;
		default:
			n_counter = c_counter;
	endcase
end
always @(posedge CLK or posedge RST)begin
	if(RST)begin
		c_counter1 <= 0;
	end
	else begin
		c_counter1 <= n_counter1;
	end
end
always @(*)begin
	case(c_state)
		FIND_1 :
			n_counter1 = (c_counter1 == 6'd38) ? 0 : c_counter1 + 2;
		LABEL :
			n_counter1 = (c_counter1 == 6'd38) ? 0 : c_counter1 + 2;
		FINISH :
			n_counter1 = 0;
		default:
			n_counter1 = c_counter1;
	endcase
end
assign dis1 = (X_reg[c_counter1] - c_counter[3:0]) * (X_reg[c_counter1] - c_counter[3:0])
+ (Y_reg[c_counter1] - c_counter[7:4]) * (Y_reg[c_counter1] - c_counter[7:4]) | {8{label_reg[c_counter1]}};
assign dis2 = (X_reg[c_counter1 + 1] - c_counter[3:0]) * (X_reg[c_counter1 + 1] - c_counter[3:0])
+ (Y_reg[c_counter1 + 1] - c_counter[7:4]) * (Y_reg[c_counter1 + 1] - c_counter[7:4]) | {8{label_reg[c_counter1 + 1]}};
always @(posedge CLK or posedge RST)begin
	if(RST)begin
		cir_count <= 0;
	end
	else begin
		cir_count <= n_cir_count;
	end
end
always @(posedge CLK or posedge RST)begin
	if(RST)begin
		cir_count_2 <= 0;
	end
	else begin
		case(c_state)
			CONVERGE:
				cir_count_2 <= max_cir_count;
			FINISH :
				cir_count_2 <= 0;
			default :
				cir_count_2 <= cir_count_2;
		endcase
	end
end
always @(*)begin
	case(c_state)
		FIND_1 :begin
			if((dis1 <= 5'd16) && (dis2 <= 5'd16))
				n_cir_count = cir_count + 2;
			else if((dis1 <= 5'd16) || (dis2 <= 5'd16))
				n_cir_count = cir_count + 1;
			else
				n_cir_count = cir_count;
		end
		COMPARE :
			n_cir_count = 0;
		default: 
			n_cir_count = cir_count;
	endcase
end
always @(posedge CLK or posedge RST)begin
	if(RST)begin
		max_cir_count <= 0;
	end
	else begin
		case(c_state)
			COMPARE:begin
				if(cir_count >= max_cir_count)
					max_cir_count <= cir_count ;
				else
					max_cir_count <= max_cir_count;
			end
			CONVERGE:begin
				max_cir_count <= 0;
			end
			default :
				max_cir_count <= max_cir_count;
		endcase
	end
end
always @(posedge CLK or posedge RST)begin
	if(RST)begin
		old_cir_count <= 0;
	end
	else begin
		case(c_state)
			CONVERGE:
				old_cir_count <= max_cir_count + cir_count_2;
			FINISH:
				old_cir_count <= 0;
			default :
				old_cir_count <= old_cir_count;
		endcase
	end
end
always @(posedge CLK or posedge RST)begin
	if(RST)begin
		max_address <= 0;
	end
	else begin
		case(c_state)
			COMPARE:begin
				if(cir_count  >= max_cir_count)
					max_address <= c_counter;
			end
			default
				max_address <= max_address;
		endcase
	end
end
always @(posedge CLK or posedge RST)begin
	if(RST)begin
		for(i = 0 ; i <=39 ; i = i + 1)
			label_reg[i] <= 0;
	end
	else begin
		case(c_state)
			CONVERGE:
				for(i = 0 ; i <=39 ; i = i + 1)
					label_reg[i] <= 0;			
			LABEL: begin
				if(dis1 <= 5'd16)
					label_reg[c_counter1] <= 1;
				else
					label_reg[c_counter1] <=label_reg[c_counter1];
				if(dis2 <= 5'd16)
					label_reg[c_counter1 + 1] <= 1;
				else
					label_reg[c_counter1 + 1] <=label_reg[c_counter1 + 1];				
			end
			default:
				for(i = 0 ; i <=39 ; i = i + 1)
						label_reg[i] <= label_reg[i];			
		endcase
	end
end
always @(posedge CLK or posedge RST)begin
	if(RST)begin
		C1X <= 0;
		C1Y <= 0;
	end
	else begin
		case(c_state)
			COMPARE :begin
				if(cir_count >= max_cir_count)begin
					C1X <= c_counter[3:0];
					C1Y <= c_counter[7:4];
				end
				else begin
					C1X <= C1X; 
					C1Y <= C1Y;
				end
			end
			default:begin
				C1X <= C1X; 
				C1Y <= C1Y;
			end
		endcase
	end
end
always @(posedge CLK or posedge RST)begin
	if(RST)begin
		C2X <= 0;
		C2Y <= 0;
	end
	else begin
		case(c_state)
			LABEL :begin
				C2X <= C1X; 
				C2Y <= C1Y;				
			end
			default:begin
				C2X <= C2X; 
				C2Y <= C2Y;
			end
		endcase
	end
end
always @(posedge CLK or posedge RST)begin
	if(RST)begin 
		DONE <= 0;
	end
	else begin
		if(c_state == CONVERGE)begin
			if(max_cir_count + cir_count_2 == old_cir_count)
				DONE <= 1;
			else begin
				DONE <= 0;
			end
		end
		else begin
			DONE <=0;
		end
	end
end
endmodule
==> flow_summary.toml <==
# implementation run metrics
[detailed_routing]
wirelength_um = 63600
viasPerCell = 5.26
vias = 15600
n_antenna_cell = 0
antenna_left = 0
dr.pass1.iters = 5
wl_per_cell_um = 21.5
drtIter0Drc = 962
drc = 0

[die]
fp.dieH_um = 277
placementRows = 100
die_x_um = 277
initCoreUtil_pct = 30.4
io_pins = 27
die-area_sq_mm = 0.0765
core_area_sq_mm = 0.0744

[critical_path]
crit_end = "label_reg[33]$_DFFE_PP0P_"
crit_path_max_incr_delay_ns = 0.77
timing.rr.end = "label_reg[33]$_DFFE_PP0P_"
arrival_ns = 9.81
r2r_setup_slack_ns = 11.43
worstSetupEndpointType = "flip-flop"
crit_start = "c_counter1[4]$_DFFE_PP0P_"
cp-start-kind = "flip-flop"
slowest_stage = "nor2_2"
crit_top_cell = "fa_1"
rr_worst_depth = 29
rr_startpoint = "c_counter1[4]$_DFFE_PP0P_"
crit_required_ns = 21.24
path_max_fanout = 21
critical_path_class = "flip-flop to flip-flop"

[job]
tool_warnings = 30
max-cap-violations = 0

[pwr]
power.clock.fraction_pct = 36.9
ir_drop_v = 0.0000529
total_power_mw = 2.07
total_leakage_power_nw = 11.1
switchingPower_mw = 0.604
p_seq_share_pct = 40.7
swShare_pct = 29.1
comb_power_share_pct = 22.4
p_per_area_mw_per_mm2 = 81.3
p_int_mw = 1.47

[synth]
syn-cell-area_sq_mm = 0.0226
ys_sh_simple_pct = 8.07
yosys_most_used_dff = "dfrtp_1"
compound_area_share_pct = 11.3
ys_warn_count = 4
ys.flops = 417
async_flop_share_pct = 100
yosys_area_sq_mm = 0.0226
mux_share_pct = 18.0
synth.avg_cell_area_sq_um = 11.6
logic_family = "multiplexers"
ys_cells = 1944
synthAdderAreaFrac_pct = 10.2
xor_area_share_pct = 1.99
syn_inst = 1944
yosys.stat.seqShare_pct = 46.2
edf_count = 0
synth_cell_types = 73

[placement]
place.gp.congestion = 0.943
placed_area_sq_mm = 0.0241
dp_hpwl_um = 42200
place_ws_ns = 11.51
portBuffers = 26
post-place-cells = 2885

[layout]
lay_top_count = "dfrtp_1"
fin_area_sq_mm = 0.0255
fin_cells = 2961
logic_area_sq_mm = 0.0113
regArea_sq_mm = 0.0104
lay_top_cells = "dfrtp_1 (414), mux2_2 (331), inv_1 (126)"
drive_gt1_share_pct = 25.1
syn_to_final_growth_pct = 12.7
fillerInstances = 7154

[cts]
clkTransAtPathRegs_ns = 0.06
cts-root-buf = "clkbuf_16"
cts-resized-gates = 0
cts_tree = "yes"
post_cts_buffers = 0
clock.latency.late_pin_ns = 0.59
cts_max_level = 2
cts_sinks = 417
ctsHoldBuffers = 0
clockBufferDepth = 3
cts_buffers = 44

[global_routing]
grt_util_met1_pct = 25.0
grt_pass1_vias = 16000
grt_pass1_wl_um = 99100
use_met3_pct = 6.64
grt_overflow = 0
grt_use_total_pct = 17.5
antenna_found_initial = 0
grt.busiest_layer = "met2"
grt_max_degree = 79
met2_usage_pct = 26.0

[status]
status = "complete, no violations"

[timing]
slew_viol_final = 0
hold_viol_final = 0
setup_tns_ns = 0
finalCritPeriodShare_pct = 45.1
fin_ws_ns = 11.43
relSlewSlack_pct = 34.2
clock_skew_ns = 0.0517
finalCriticalPeriod_ns = 9.37
setup_viol = 0
worst_pin_slew_ns = 0.986
rsz0062_at_grt = "no"
fmax_mhz = 107

[worst_hold_path]
worstHoldPathType = "flip-flop to flip-flop"
[layer usage]
metal  part of all wire [%]  wire length, um
met4                    2.3             1480
met2                     45            28400
met5                      0                0
met1                     43            27600
met3                    9.6             6130
[cells in the mapped netlist, types with 5 or more instances]
| library cell | instances | share of area, % |
|---|---|---|
| mux2_2 | 331 | 16 |
| inv_1 | 128 | 2.1 |
| nor3b_1 | 5 | 0.17 |
| clkbuf_1 | 89 | 1.5 |
| nor2b_1 | 10 | 0.28 |
| a22o_1 | 28 | 1.1 |
| a21oi_1 | 25 | 0.55 |
| a31o_2 | 19 | 0.74 |
| a222oi_1 | 8 | 0.35 |
| nand3_1 | 34 | 0.75 |
| buf_6 | 5 | 0.25 |
| fa_1 | 69 | 6.1 |
| xnor2_1 | 24 | 0.93 |
| nand4_1 | 29 | 0.80 |
| mux2i_1 | 34 | 1.5 |
| a221oi_1 | 26 | 1.0 |
| o22ai_1 | 18 | 0.50 |
| nand2_1 | 99 | 1.6 |
| a21o_1 | 9 | 0.30 |
| nor4_1 | 6 | 0.17 |
| nor2_1 | 125 | 2.1 |
| ha_1 | 73 | 4.0 |
| and2_1 | 5 | 0.14 |
| o22a_1 | 5 | 0.19 |
| o21ai_0 | 44 | 0.97 |
| xor2_1 | 17 | 0.66 |
| or3_1 | 11 | 0.30 |
| buf_1 | 9 | 0.15 |
| a211oi_1 | 27 | 0.90 |
| a22oi_1 | 98 | 3.3 |
| nor3_1 | 25 | 0.55 |
| nand2b_1 | 13 | 0.36 |
| dfrtp_1 | 415 | 46 |
| buf_2 | 8 | 0.18 |
[worst min-delay path by stage]
stage | start | end | slack, ns | cells past startpoint
CTS | X_reg[37][1]$_DFFE_PP0P_ | X_reg[37][1]$_DFFE_PP0P_ | 0.51 | 1
global route | Y_reg[32][1]$_DFFE_PP0P_ | Y_reg[32][1]$_DFFE_PP0P_ | 0.51 | 1
finish | X_reg[37][1]$_DFFE_PP0P_ | X_reg[37][1]$_DFFE_PP0P_ | 0.50 | 1
[power groups by stage]
stage / sequential, mW / combinational [mW] / clock (mW)
6_report: 0.843 / 0.464 / 0.765
5_1_grt: 0.845 / 0.534 / 0.807
4_1_cts: 0.843 / 0.477 / 0.776
[layout make-up]
cell class	count	area share, %
Tap cell	969	4.76
Timing Repair Buffer	84	2.73
Clock buffer	63	4.92
Inverter	129	1.93
Clock inverter	13	0.501
Multi-Input combinational cell	1286	44.2
Sequential cell	417	41.0
[critical path: cells and delay by family, from the launching register on]
kind            cells  cell delay [ns]
compound gates      9             1.43
buf+inv             3             0.63
fa+ha+maj           8             3.40
xor+xnor            1             0.44
flops               1             0.66
simple gates        8             2.63
[logic make-up after synthesis]
group	Yosys count
adder cells (fa/ha/maj)	144
AND/OR/NAND/NOR	384
AND-OR/OR-AND	348
buffers and inverters	241
XOR/XNOR	45
multiplexers	365
flip-flops	417
[per-stage QoR]
step           util, %  hold WS (ns)
6_report          34.2         0.503
5_1_grt           34.2         0.512
4_1_cts           34.2         0.506
3_5_place_dp      32.4         0.491
3_3_place_gp      32.4         0.477
2_1_floorplan        -         0.353
