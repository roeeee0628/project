==> ./run.sh <==
#!/bin/bash
# OpenROAD 26Q1-2900-gdf79404cd8, Yosys 0.63+post, stock flow scripts
make -C /OpenROAD-flow-scripts/flow DESIGN_CONFIG=/design/flow/config.mk WORK_HOME=/design/flow/orfs finish
==> ./config.mk <==
export PLATFORM = sky130hd
export DESIGN_NAME = LBP
export DESIGN_NICKNAME = LBP
export VERILOG_FILES = /design/flow/design.v
export SDC_FILE = /design/flow/constraint.sdc
export NUM_CORES = 4
export LEC_CHECK = 1
export CORE_UTILIZATION = 40
==> ./constraint.sdc <==
current_design LBP

set clk_period 6.2
set clk_io_pct 0.2

create_clock -name clk0 -period $clk_period [get_ports {clk}]

set non_clock_inputs [all_inputs -no_clocks]
set_input_delay [expr $clk_period * $clk_io_pct] -clock clk0 $non_clock_inputs
set_output_delay [expr $clk_period * $clk_io_pct] -clock clk0 [all_outputs]
==> ./design.v <==
module LBP ( clk, reset, gray_addr, gray_req, gray_ready, gray_data, lbp_addr, lbp_valid, lbp_data, finish);
input               clk;
input               reset;
input               gray_ready;
input      [7:0]    gray_data;
output reg [13:0]   gray_addr;
output reg          gray_req;
output reg [13:0]   lbp_addr;
output reg          lbp_valid;
output reg [7:0]    lbp_data;
output reg          finish;
reg [13:0] c_gray_addr_pos,n_gray_addr_pos,n_gray_addr_tmp;
reg [7:0] c_mid_gray_data,n_mid_gray_data;
reg [7:0] c_gray_data_tmp,n_gray_data_tmp;
reg [1:0] c_state,n_state;
reg [3:0] c_count,n_count;
reg [8:0] c_lbp_value , n_lbp_value;
integer i;
parameter IDLE = 0 ,START = 2'd1,TAKE_MID =2'd2,TAKE_AROUND = 2'd3;
always @(posedge clk or posedge reset) begin
	if (reset) begin
		c_count <= 0;
	end
	else  begin
		c_count <= n_count;
	end
end
always @(posedge clk or posedge reset) begin
	if (reset) begin
		c_state <= IDLE;	
	end
	else  begin
		c_state <= n_state;	
	end
end
always @(*)begin 
	case(c_state)
		TAKE_MID :
			n_mid_gray_data = gray_data;
		default :
			n_mid_gray_data = c_mid_gray_data;
	endcase
end
always @(posedge clk or posedge reset) begin
	if (reset) begin
		c_mid_gray_data <= 0;
	end
	else  begin
		c_mid_gray_data <= n_mid_gray_data;
	end
end
always @(posedge clk or posedge reset) begin
	if (reset) begin
		c_gray_addr_pos <= 14'd129;
	end
	else  begin
		c_gray_addr_pos <= n_gray_addr_pos;
	end
end
always @(posedge clk or posedge reset) begin
	if (reset) begin
		c_lbp_value <= 0;
	end
	else  begin
		c_lbp_value <= n_lbp_value ;
	end
end
always @(*)begin 
	case(c_state)
		IDLE : 
			n_state = (gray_ready) ? START : IDLE;
		START : 
			n_state = TAKE_MID;
		TAKE_MID :
			n_state = TAKE_AROUND;
		TAKE_AROUND : begin
			n_state = (c_count < 4'd9) ? TAKE_AROUND : START;		
		end 
		default : 
			n_state = c_state;
	endcase
end
always @(*)begin 
	if(c_state == TAKE_AROUND)
		n_count = (c_count < 4'd9) ? c_count + 1 : 0;
	else 
		n_count = c_count;
end
always @(posedge clk or posedge reset) begin
	if (reset) 
		gray_req <= 0; 
	else  begin
		case(c_state)
			START :
				gray_req <= 1 ;
			TAKE_MID :
				gray_req <= 1 ;
			TAKE_AROUND : begin
				if (c_count < 4'd9 )
					gray_req <= 1 ;
				else 
					gray_req <= 0;		
			end 
			default : 
				gray_req <= 0;
		endcase
	end
end
always @(posedge clk or posedge reset)begin 
	if(reset)
		lbp_valid <= 0; 
	else if(c_state == TAKE_AROUND) begin 
		lbp_valid <= (c_count == 4'd8) ? 1'd1 : 0 ;
	end
	else 
		lbp_valid <= 0;
end
always @(posedge clk or posedge	reset)begin  
	if(reset)
		finish <= 0;
	else if(c_state == TAKE_AROUND) begin 
		if(c_gray_addr_pos > 14'd16254)
			finish <= 1; 
		else begin
			finish <= 0;
		end
	end
	else begin
		finish <= 0;		
	end
end
always @(*)begin 
	if(c_state == TAKE_AROUND)begin
		if(c_gray_addr_pos[6:0]==7'b1111110)
			n_gray_addr_pos = (c_count < 4'd9) ? c_gray_addr_pos : (c_gray_addr_pos + 2'd3);
		else 
			n_gray_addr_pos = (c_count < 4'd9) ? c_gray_addr_pos : (c_gray_addr_pos + 1'd1);
	end
	else 
	 	n_gray_addr_pos = c_gray_addr_pos;
end
always @(posedge clk or posedge reset)begin
	if (reset)
		c_gray_data_tmp <= 0;
	else if(c_state == TAKE_MID)
		c_gray_data_tmp <= (gray_req) ? gray_data : n_gray_data_tmp;
	else if(c_state == TAKE_AROUND)
		c_gray_data_tmp <= (gray_req) ? gray_data : n_gray_data_tmp;
	else 
		c_gray_data_tmp <= n_gray_data_tmp;	
end
always @(*)begin
	n_gray_data_tmp = c_gray_data_tmp;
end
always @(*)begin 
	case(c_state)
		TAKE_MID :
			n_gray_addr_tmp = c_gray_addr_pos - 8'd129;
		TAKE_AROUND : begin
			case (c_count) 
				4'd0: begin
					n_gray_addr_tmp = c_gray_addr_pos - 8'd128;
				end
				4'd1: begin
					n_gray_addr_tmp = c_gray_addr_pos - 8'd127;
				end
				4'd2: begin
					n_gray_addr_tmp = c_gray_addr_pos - 8'd1;
				end
				4'd3: begin
					n_gray_addr_tmp = c_gray_addr_pos + 8'd1;
				end
				4'd4: begin
					n_gray_addr_tmp = c_gray_addr_pos + 8'd127;
				end
				4'd5: begin
					n_gray_addr_tmp = c_gray_addr_pos + 8'd128;
				end
				4'd6: begin
					n_gray_addr_tmp = c_gray_addr_pos + 8'd129;
				end
			default :
				n_gray_addr_tmp = c_gray_addr_pos;
			endcase
		end
		default :
			n_gray_addr_tmp = c_gray_addr_pos;
	endcase
end
always @(*)begin 
	case(c_state)
		TAKE_AROUND: begin
			case (c_count) 
				4'd1: begin
					if (c_gray_data_tmp >= (c_mid_gray_data) )begin
							n_lbp_value = c_lbp_value + 9'd1;
					end
					else 
						n_lbp_value = c_lbp_value;
				end
				4'd2: begin
					if (c_gray_data_tmp >= (c_mid_gray_data) )begin
							n_lbp_value = c_lbp_value + 9'd2;
					end
					else 
						n_lbp_value = c_lbp_value;
				end
				4'd3: begin
					if (c_gray_data_tmp >= (c_mid_gray_data) )begin
							n_lbp_value = c_lbp_value + 9'd4;
					end
					else 
						n_lbp_value = c_lbp_value;
				end
				4'd4: begin
					if (c_gray_data_tmp >= (c_mid_gray_data) )begin
							n_lbp_value = c_lbp_value + 9'd8;
					end
					else 
						n_lbp_value = c_lbp_value;
				end
				4'd5: begin
					if (c_gray_data_tmp >= (c_mid_gray_data) )begin
							n_lbp_value = c_lbp_value + 9'd16;
					end
					else 
						n_lbp_value = c_lbp_value;
				end
				4'd6: begin
					if (c_gray_data_tmp >= (c_mid_gray_data) )begin
							n_lbp_value = c_lbp_value + 9'd32;
					end
					else 
						n_lbp_value = c_lbp_value;
				end
				4'd7: begin
					if (c_gray_data_tmp >= (c_mid_gray_data) )begin
							n_lbp_value = c_lbp_value + 9'd64;
					end
					else 
						n_lbp_value = c_lbp_value;
				end
				4'd8: begin
					if (c_gray_data_tmp >= (c_mid_gray_data) )begin
							n_lbp_value = c_lbp_value + 9'd128;
					end
					else 
						n_lbp_value = c_lbp_value;
				end
				default : begin 
					n_lbp_value = c_lbp_value;
				end
			endcase
		end
		default : 
			n_lbp_value = 0 ;
	endcase
end
always @(posedge clk or posedge reset) begin
	if (reset) begin
		gray_addr <= 14'd129;
	end
	else 
		gray_addr <= n_gray_addr_tmp;
end
always @(posedge clk or posedge reset) begin
	if (reset) begin
		lbp_data <= 0;
	end
	else if (c_state == TAKE_AROUND) begin
		lbp_data <= n_lbp_value;
	end
	else begin 
		lbp_data <= 0;
	end
end
always @(posedge clk or posedge reset) begin
	if (reset) begin
		lbp_addr <= 14'd129;
	end
	else if (c_state == TAKE_AROUND) begin
		lbp_addr <= c_gray_addr_pos;
	end
	else begin 
		lbp_addr <= c_gray_addr_pos;
	end
end
endmodule
==> results.json <==
{
  "n_fill_cell": 1252,
  "ios": 50,
  "timing.slew.headroom_pct": 46.9,
  "syn_to_final_growth_pct": 15.9,
  "cts_resized": 0,
  "power.leakage_nw": 2.73,
  "avgSynthCellArea_sq_um": 8.61,
  "cts-root-buf": "clkbuf_16",
  "core_area_sq_mm": 0.0133,
  "final_cell_mix": "nand2_1 (85), dfrtp_1 (70), o21ai_0 (59), clkdlybuf4s50_1 (49), a21oi_1 (42)",
  "layout_min_cycle_time_ps": 3740,
  "yosysUniqueCellTypes": 79,
  "antenna_found_initial": 0,
  "place_congestion": 0.935,
  "grt_first_pass_wirelength_microns": 24300,
  "ant_nets": 0,
  "synth_cells": 635,
  "first_global_vias": 4603,
  "final_util_pct": 47.7,
  "critPathMaxFanout": 19,
  "yosysWarnings": 1,
  "cts_tree": "done",
  "via_count": 4796,
  "worstMarginPinSlew_ps": 791,
  "synth-async-reset-ratio_pct": 100,
  "initCoreUtil_pct": 41.1,
  "drc": 0,
  "start_kind": "flip-flop",
  "crit_path_end_kind": "flip-flop",
  "hpwlAfterDp_microns": 10100,
  "post-place-ws_ps": 2490,
  "yosys.stat.seqShare_pct": 35.4,
  "drtIter0Drc": 353,
  "fmax_mhz": 267,
  "rsz0062_at_grt": "no",
  "hold_path.class": "flip-flop to flip-flop",
  "ir_worst_vdd_uv": 123,
  "die-area_sq_mm": 0.0141,
  "finClkSkew_ps": 6.82,
  "grt_util_all_layers_pct": 22.3,
  "setup-tns-final_ps": 0,
  "critPathKind": "flip-flop to flip-flop",
  "cp_common_cell": "ha_1",
  "synth-main-ff-cell": "dfrtp_1",
  "clk_pin_slew_worst_paths_ps": 60,
  "clock_path_buffers": 2,
  "routed_wirelength_microns": 14600,
  "rows": 42,
  "cp_cell_sequence": "inv_1 > ha_1 > o21ai_0 > ha_1 > nand2_1 > a2111o_1 > and3b_1 > o211a_1 > a211oi_2 > mux2_1 > a21oi_1",
  "wl_per_cell_microns": 17.3,
  "numCtsBuffers": 9,
  "crit_required_ps": 6470,
  "setup_slack_ps": 2460,
  "clk_latency_ps": 350,
  "htreeDepth": 3,
  "ys.flops": 77,
  "yosysCellCount": 635,
  "final_cell_area_sq_mm": 0.00634,
  "cts_sinks": 77,
  "timing.final.crit_share_pct": 60.4,
  "fin_total_pwr_mw": 1.06,
  "slowest_delay_ps": 630,
  "slew_viol_final": 0,
  "worstPathArrival_ps": 4020,
  "synth_area_sq_mm": 0.00547,
  "warning_count": 31,
  "edf_count": 0,
  "crit_slowest_cell": "ha_1",
  "cts_hold_buffers": 0,
  "place_area_sq_mm": 0.00604,
  "ys_area_sq_mm": 0.00547,
  "lay_top_count": "nand2_1",
  "layout-drive-gt1-share_pct": 9.76,
  "dr.pass1.iters": 7,
  "seq_area_sq_mm": 0.00194,
  "finalHoldViolCount": 0,
  "grt_max_degree": 53,
  "fp.dieH_microns": 119,
  "cts_setup_buffers": 0,
  "logic_area_sq_mm": 0.00320,
  "status": "finished, final reports clean",
  "io_buffers": 49,
  "drv_cap": 0,
  "diodes": 0,
  "p_per_area_mw_per_mm2": 168,
  "gr-total-overflow": 0,
  "r2r_slack_ps": 2460,
  "setup_viol": 0,
  "die_width_microns": 119,
  "viasPerCell": 5.70
}
==> routing by layer <==
metal	up-vias	GRT usage [%]	wire [microns]	share of wire (%)
met3	20	3.57	771	5.3
met5	-	0	0	0
met4	0	4.03	225	1.5
met2	153	32.3	6220	43
li1	2343	-	-	-
met1	2280	36.0	7360	51
==> state kept, by name, indices dropped and copies added, names as in the netlist, 4 cells and up <==
signal / count
c_count: 4
lbp_data: 7
gray_addr: 14
c_gray_addr_pos: 14
c_state: 4
c_gray_data_tmp: 8
lbp_addr: 14
c_mid_gray_data: 8
==> final timing paths <==
| path | startpoint | to | cells past startpoint |
|---|---|---|---|
| setup / recovery | c_count[0] | gray_addr[13] | 11 |
| hold / removal | c_state[2] | c_state[1] | 0 |
| setup reg to reg | c_count[0] | gray_addr[13] | 11 |
| hold reg to reg | c_state[2] | c_state[1] | 0 |
| max in group asynchronous | reset | gray_addr[3] | 3 |
| min in group asynchronous | reset | c_gray_data_tmp[1] | 2 |
==> logic make-up after synthesis <==
group           share of synthesized area (%)
simple gates                             18.1
compound gates                           24.0
flops                                    35.4
buf+inv                                  6.15
fa+ha+maj                                8.14
xor+xnor                                 5.12
mux                                      3.06
==> power breakdown <==
group	switching [mW]	internal, mW
registers	0.00132	0.506
clock network	0.210	0.323
logic	0.0142	0.00963
total	0.226	0.838
==> worst max-delay path, delay by kind of cell, from the launching register on <==
kind	cells	cell delay [ps]
adder cells (fa/ha/maj)	2	1130
multiplexers	1	350
AND/OR/NAND/NOR	2	260
flip-flops	1	420
AND-OR/OR-AND	5	1350
buffers and inverters	1	150
==> layout make-up <==
class / count / area share, %
Inverter: 33 / 1.97
Timing Repair Buffer: 58 / 8.80
Clock buffer: 11 / 3.83
Clock inverter: 5 / 0.947
Multi-Input combinational cell: 482 / 50.4
Tap cell: 176 / 3.47
Sequential cell: 77 / 30.5
==> metrics by stage <==
stage / hold slack [ps] / instances
floorplan: 347 / 635
global route: 386 / 842
global placement: 358 / 826
finish: 372 / 842
CTS: 376 / 842
detailed placement: 359 / 826
==> cell usage after synthesis, drive strengths merged (4+ instances only) <==
cell / n / area (sq um)
o211ai: 4 / 30.0
dfrtp: 70 / 1750
a221o: 6 / 60.1
nand2: 87 / 337
o221ai: 6 / 52.6
buf: 20 / 126
o22ai: 5 / 31.3
mux2i: 4 / 43.8
a21oi: 44 / 228
nor2: 39 / 161
o21a: 4 / 30.0
nand4: 5 / 31.3
inv: 33 / 124
nand3: 13 / 65.1
clkbuf: 23 / 86.3
xnor2: 22 / 193
dfstp: 7 / 184
a22oi: 6 / 45.0
and3: 10 / 67.6
xor2: 10 / 87.6
nor4: 6 / 52.6
ha: 34 / 425
o311ai: 5 / 43.8
nor3: 15 / 75.1
a211oi: 5 / 42.5
mux2: 11 / 124
o21ai: 60 / 300
o31ai: 5 / 42.5
nor2b: 5 / 31.3
or2: 5 / 31.3
a31oi: 6 / 37.5
a21o: 9 / 67.6
Power figures rest on the tool's default switching activity, not on a simulated workload.
