<file path="design/flow/run.sh">
#!/bin/bash
# OpenROAD 26Q1-2900-gdf79404cd8, Yosys 0.63+post, stock flow scripts
make -C /OpenROAD-flow-scripts/flow DESIGN_CONFIG=/design/flow/config.mk WORK_HOME=/design/flow/orfs finish
</file>
<file path="design/flow/config.mk">
export PLATFORM = sky130hd
export DESIGN_NAME = CONV
export DESIGN_NICKNAME = CONV
export VERILOG_FILES = /design/flow/design.v
export SDC_FILE = /design/flow/constraint.sdc
export NUM_CORES = 4
export LEC_CHECK = 1
export CORE_UTILIZATION = 30
</file>
<file path="design/flow/constraint.sdc">
current_design CONV

set clk_period 27.2
set clk_io_pct 0.2

create_clock -name clk0 -period $clk_period [get_ports {clk}]

set non_clock_inputs [all_inputs -no_clocks]
set_input_delay [expr $clk_period * $clk_io_pct] -clock clk0 $non_clock_inputs
set_output_delay [expr $clk_period * $clk_io_pct] -clock clk0 [all_outputs]
</file>
<file path="design/flow/design.v">
`timescale 1ns/10ps
module  CONV(
	input		clk,
	input		reset,
	output	reg	busy,	
	input		ready,	
	output	reg [11:0]	iaddr,
	input		[19:0] idata,	
	output	reg	cwr,
	output	reg [11:0]	caddr_wr,
	output	reg [19:0]	cdata_wr,
	output	reg	crd,
	output	reg [11:0] 	caddr_rd,
	input	[19:0] 	cdata_rd,
	output	reg [2:0]	csel
	);
	reg signed [19:0] test,test1;
	reg signed [39:0] c_conv_data0, n_conv_data0, c_conv_data1, n_conv_data1;
	reg signed [19:0] con2 ,con3, con22,con33;
	reg [19:0] n_caddr_rd,n_cdata_wr;
	reg [3:0] c_state , n_state;
	reg n_busy;
	reg [11:0] n_iaddr;
	reg [11:0] c_gray_img_pos,n_gray_img_pos,n_caddr_wr; 
	reg [4:0] c_counter,n_counter;
	reg corner_test;
	reg pooling_sel,n_pooling_sel;
	reg signed [19:0] kernal1,kernal0;
	wire signed [39:0]kernal0_product,kernal1_product;
	parameter IDLE = 0, TAKE_DATA = 1, RELU = 2, RELU1 = 3, TRANS = 4 , POOLING = 5,TRANS1 = 6,
	SEL = 7,FLATTEN = 8,FLATTEN1 = 9,FLATTEN2 = 10,SEL1 = 11,FINISH = 12;
	integer i;
	assign kernal0_product = (kernal0 * $signed(idata & ({20{corner_test}}))) ;
	assign kernal1_product = (kernal1 * $signed(idata & ({20{corner_test}}))) ;	
always @( posedge clk or posedge reset) begin
	if(reset)begin 
		c_state <= IDLE;
	end
	else begin
		c_state <= n_state;		
	end
end	
always @(*) begin
	case(c_state)
		IDLE : 
			n_state = TAKE_DATA;
		TAKE_DATA : 
			n_state = (c_counter == 5'd19) ? RELU : TAKE_DATA;
		RELU : 
			n_state = RELU1;
		RELU1 : 
			n_state = TRANS;
		TRANS :
			n_state = (c_gray_img_pos == 4095) ? POOLING : TAKE_DATA;
		POOLING :
			n_state = (c_counter == 4'd5) ? TRANS1 : POOLING;
		TRANS1 :
			n_state = (caddr_wr == 10'd1023) ? SEL : POOLING ;
		SEL :
			n_state = (pooling_sel == 1) ? FLATTEN : POOLING;
		FLATTEN :
			n_state = FLATTEN1;
		FLATTEN1 :
			n_state = FLATTEN2;
		FLATTEN2 :
			n_state = (caddr_rd == 1024)? SEL1 : FLATTEN;
		SEL1 :
			n_state = (pooling_sel == 0) ? FLATTEN : FINISH;
		FINISH :
			n_state = FINISH;
		default :
			n_state = c_state;
	endcase
end
always @(posedge clk or posedge reset) begin
	if(reset) begin
		busy <= 0; 
	end
	else begin
		case(c_state)
			IDLE :
				busy <= 1;
			TAKE_DATA :
				busy <= 1;
			RELU :
				busy <= 1;
			RELU1 :
				busy <= 1;
			TRANS :
				busy <= 1;
			POOLING :
				busy <= 1;
			TRANS1 :
				busy <= 1;
			SEL :
				busy <= 1;
			FLATTEN :
				busy <= 1;
			FLATTEN1 :
				busy <= 1;
			FLATTEN2 :
				busy <= 1;	
			SEL1 :
				busy <= 1;			
			default :
				busy <= 0;
		endcase
	end
end
always @(posedge clk or posedge reset) begin
	if(reset) begin
		pooling_sel <= 0; 
	end
	else begin
		pooling_sel <= n_pooling_sel;
	end
end
always @(*)begin
	case(c_state)
		SEL :
			n_pooling_sel <= (pooling_sel) ? 0 : 1;
		SEL1 :
			n_pooling_sel <= 1;
		default :
			n_pooling_sel <= pooling_sel;
	endcase
end
always @(posedge clk or posedge reset)begin
	if(reset)
		cwr <= 0;
	else begin
		case(c_state)
			RELU :
				cwr <= 1 ;
			RELU1 :
				cwr <= 1;
			POOLING :
				cwr <= (c_counter == 4'd5) ? 1 : 0;
			FLATTEN1 :
				cwr <= 1;
			default :
				cwr <= 0;
		endcase
	end
end
always @(posedge clk or posedge reset)begin
	if(reset)
		csel <= 3'b000;
	else begin
		case(c_state)
			RELU :
				csel <= 3'b001;
			RELU1 :
				csel <= 3'b010;
			POOLING : begin
				if(pooling_sel)
					csel <= (c_counter == 4'd5) ? 3'b100 : 3'b010 ;
				else	
					csel <= (c_counter == 4'd5) ? 3'b011 : 3'b001 ;
			end
			FLATTEN :
				csel <= (pooling_sel)? 3'b100 : 3'b011;
			FLATTEN1 :
				csel <= 3'b101;
			default :
				csel <= 3'b000;
		endcase
	end	
end
always @(posedge clk or posedge reset)begin
	if(reset)
		crd <= 3'b000;
	else begin
		case(c_state)
			POOLING :
				crd <= (c_counter == 4'd5) ? 0 : 1;
			FLATTEN :
				crd <= 1;
			default :
				crd <= 0;
		endcase
	end	
end
always @(posedge clk or posedge reset)begin
	if(reset) begin
		iaddr <= 0 ;
	end
	else begin
		case(c_state)
			TAKE_DATA :
				iaddr <= n_iaddr;
			default :
				iaddr <= 0;
		endcase
	end
end
always @(*)begin
	case (c_state)
		TAKE_DATA : 
			case(c_counter)
				5'd0 : 
					n_iaddr = c_gray_img_pos - 7'd65;
				5'd2 :
					n_iaddr = c_gray_img_pos - 7'd64;
				5'd4 :
					n_iaddr = c_gray_img_pos - 7'd63;
				5'd6 :
					n_iaddr = c_gray_img_pos - 7'd1;
				5'd8 :
					n_iaddr = c_gray_img_pos ;
				5'd10 :
					n_iaddr = c_gray_img_pos + 7'd1;
				5'd12 :
					n_iaddr = c_gray_img_pos + 7'd63;
				5'd14 :
					n_iaddr = c_gray_img_pos + 7'd64;
				5'd16 :
					n_iaddr = c_gray_img_pos + 7'd65;
				default :
					n_iaddr = iaddr;
			endcase
		default :
			n_iaddr = c_gray_img_pos;
	endcase
end
always @(posedge clk or posedge reset)begin
	if(reset)
		caddr_rd <= 0;
	else begin
		caddr_rd <= n_caddr_rd;
	end
end
always @(*)begin
	case(c_state)
		POOLING : 
			case(c_counter)
				4'd0 :
					n_caddr_rd = c_gray_img_pos;
				4'd1 :
					n_caddr_rd = c_gray_img_pos + 7'd1;
				4'd2 :
					n_caddr_rd = c_gray_img_pos + 7'd64;
				4'd3 :
					n_caddr_rd = c_gray_img_pos + 7'd65;
				default:
					n_caddr_rd = c_gray_img_pos;
			endcase
		SEL : 
			n_caddr_rd = (pooling_sel) ? 0 : caddr_rd;
		FLATTEN1 :
			n_caddr_rd =  caddr_rd + 1;
		SEL1 :
			n_caddr_rd = 0;
		default : 
			n_caddr_rd = caddr_rd;
	endcase
end
always @(posedge clk or posedge reset) begin
	if(reset)begin
		c_gray_img_pos <= 0;
	end
	else 
		c_gray_img_pos <= n_gray_img_pos;
end
always @(*)begin
	case(c_state)
		TRANS :
			n_gray_img_pos = (c_gray_img_pos == 4095) ? 0 : c_gray_img_pos + 1 ;
		TRANS1 : begin
			if(c_gray_img_pos[5:0] == 6'b111110)
				n_gray_img_pos = c_gray_img_pos + 66;
			else
				n_gray_img_pos =  c_gray_img_pos + 2 ;
			end
		default :
			n_gray_img_pos = c_gray_img_pos;
	endcase
end
always @(posedge clk or posedge reset) begin
	if(reset)begin
		caddr_wr <= 0;
	end
	else 
		caddr_wr <= n_caddr_wr;
end
always @(*)begin
	case(c_state)
		TRANS :
			n_caddr_wr = (c_gray_img_pos == 4095) ? 0 : caddr_wr + 1 ;
		TRANS1 : 
			n_caddr_wr = caddr_wr + 1;
		SEL : 
			n_caddr_wr = (pooling_sel) ? 0 : caddr_wr;
		FLATTEN2 : 
			n_caddr_wr = (caddr_rd == 1024)? 1 : caddr_wr + 2;
		default :
			n_caddr_wr = caddr_wr;
	endcase
end
always @(posedge clk or posedge reset)begin
	if(reset) begin
		c_counter <= 0;
	end
	else begin
		c_counter <= n_counter;
	end
end
always @(*)begin
	case(c_state)
		TAKE_DATA :
			n_counter = (c_counter == 5'd19) ? 0 : c_counter + 1; 
		POOLING :
			n_counter = (c_counter == 4'd5) ? 0 : c_counter + 1;
		default :
			n_counter = c_counter;
	endcase
end
always @(posedge clk or posedge reset)begin
	if(reset)
		cdata_wr <=0;
	else
		cdata_wr <= n_cdata_wr;
end
always @(*) begin
	case(c_state)
		RELU : begin
			if(c_conv_data0[19] == 1 )
				n_cdata_wr = 0;
			else begin
				n_cdata_wr = c_conv_data0[19:0];
			end
		end
		RELU1 : begin
			if(c_conv_data1[19] == 1 )
				n_cdata_wr = 0;
			else begin
				n_cdata_wr = c_conv_data1[19:0];
			end
		end
		POOLING :
			n_cdata_wr = c_conv_data0[19:0];
		FLATTEN1 :
			n_cdata_wr = cdata_rd;
		default :
			n_cdata_wr = 0;
	endcase	
end
always @(posedge clk or posedge reset)begin
	if(reset)begin
		c_conv_data0 <= 0;
	end
	else begin
		c_conv_data0 <= n_conv_data0;
	end
end
always @(*)begin
	case(c_state)
		TAKE_DATA :
			case(c_counter)
				5'd2 : begin            
					n_conv_data0 =  c_conv_data0 + kernal0_product;
				end
				5'd4 : begin
					n_conv_data0 =  c_conv_data0 + kernal0_product;
				end
				5'd6 : begin
					n_conv_data0 =  c_conv_data0 + kernal0_product;
				end
				5'd8 : begin				
					n_conv_data0 =  c_conv_data0 + kernal0_product;					
				end 
				5'd10 : begin				
					n_conv_data0 =  c_conv_data0 + kernal0_product;
 				end
				5'd12 : begin
					n_conv_data0 =  c_conv_data0 + kernal0_product;					
				end
				5'd14 : begin
					n_conv_data0 =  c_conv_data0 + kernal0_product;							
				end
				5'd16 : begin
					n_conv_data0 =  c_conv_data0 + kernal0_product;
				end
				5'd18 : begin 
					n_conv_data0 =  c_conv_data0 + kernal0_product;	
				end
				5'd19 : begin
					con2  = {c_conv_data0[39] , c_conv_data0 [34:16]} + $signed(20'h01310);
					if(c_conv_data0[15] == 1)
						n_conv_data0 = con2 + 1;
					else 
						n_conv_data0 = con2 ;						
				end
				default : 
					n_conv_data0 = c_conv_data0;
			endcase
		TRANS :
			n_conv_data0 = 0;
		POOLING :
			case(c_counter)
				5'd0 :
					n_conv_data0 = 0;
				5'd1 : begin
					if(cdata_rd > c_conv_data0[19:0])
						n_conv_data0 = cdata_rd;
					else begin
						n_conv_data0 = c_conv_data0;
					end
				end
				5'd2 : begin
					if(cdata_rd > c_conv_data0[19:0])
						n_conv_data0 = cdata_rd;
					else begin
						n_conv_data0 = c_conv_data0;
					end
				end
				5'd3 : begin
					if(cdata_rd > c_conv_data0[19:0])
						n_conv_data0 = cdata_rd;
					else begin
						n_conv_data0 = c_conv_data0;
					end
				end
				5'd4 : begin
					if(cdata_rd > c_conv_data0[19:0])
						n_conv_data0 = cdata_rd;
					else begin
						n_conv_data0 = c_conv_data0;
					end
				end
				default:
					n_conv_data0 = c_conv_data0;
			endcase
		default :
			n_conv_data0 = c_conv_data0;
	endcase
end
always @(posedge clk or posedge reset)begin
	if(reset)begin
		c_conv_data1 <= 0;
	end
	else begin
		case(c_state)
			TAKE_DATA :
				c_conv_data1 <= n_conv_data1;
			default :
				c_conv_data1 <= n_conv_data1;
		endcase	
	end
end
always @(*)begin
	case(c_state)
		TAKE_DATA :
			case(c_counter)
				5'd2 : begin            
					n_conv_data1 =  c_conv_data1 + kernal1_product;
				end
				5'd4 : begin
					n_conv_data1 =  c_conv_data1 + kernal1_product;
				end
				5'd6 : begin
					n_conv_data1 =  c_conv_data1 + kernal1_product;
				end
				5'd8 : begin				
					n_conv_data1 =  c_conv_data1 + kernal1_product;					
				end 
				5'd10 : begin				
					n_conv_data1 =  c_conv_data1 + kernal1_product;
 				end
				5'd12 : begin
					n_conv_data1 =  c_conv_data1 + kernal1_product;					
				end
				5'd14 : begin
					n_conv_data1 =  c_conv_data1 + kernal1_product;							
				end
				5'd16 : begin
					n_conv_data1 =  c_conv_data1 + kernal1_product;
				end
				5'd18 : begin 
					n_conv_data1 =  c_conv_data1 + kernal1_product;	
				end
				5'd19 : begin
					con22  = {c_conv_data1[39] , c_conv_data1[34:16]} + $signed(20'hF7295);
						if(c_conv_data1[15])
							n_conv_data1 = con22 + 1;
						else 
							n_conv_data1 = con22 ;
				end
				default : 
					n_conv_data1 = c_conv_data1;
			endcase	
		TRANS :
			n_conv_data1 = 0;
		default :
			n_conv_data1 = c_conv_data1;
	endcase
end
always @(*)begin
	case(c_state)
		TAKE_DATA :
			case(c_counter)
				5'd1 : begin           
						kernal0 = 20'h0A89E;
				end
				5'd2 : begin
						kernal0 = 20'h0A89E;
				end
				5'd3 : begin
						kernal0 = 20'h092D5;
				end
				5'd4 : begin
						kernal0 = 20'h092D5;				
				end 
				5'd5 : begin				
						kernal0 = 20'h06D43;
 				end
				5'd6: begin
						kernal0 = 20'h06D43;						
				end
				5'd7: begin
						kernal0 = 20'h01004;					
				end
				5'd8: begin
						kernal0 = 20'h01004;
				end
				5'd9: begin 
						kernal0 = 20'hF8F71;	
				end
				5'd10: begin 
						kernal0 = 20'hF8F71;	
				end
				5'd11: begin 
						kernal0 = 20'hF6E54;	
				end
				5'd12: begin 
						kernal0 = 20'hF6E54;	
				end
				5'd13: begin 
						kernal0 = 20'hFA6D7;	
				end
				5'd14: begin 
						kernal0 = 20'hFA6D7;	
				end
				5'd15: begin 
						kernal0 = 20'hFC834;	
				end
				5'd16: begin 
						kernal0 = 20'hFC834;	
				end
				5'd17: begin 
						kernal0 = 20'hFAC19;	
				end
				5'd18: begin 
						kernal0 = 20'hFAC19;	
				end
				default : 
					kernal0 = 0;
			endcase	
		default :
			kernal0 = 0;
	endcase
end
always @(*)begin
	case(c_state)
		TAKE_DATA :
			case(c_counter)
				5'd1 : begin           
						kernal1 = 20'hFDB55;
				end
				5'd2 : begin
						kernal1 = 20'hFDB55;
				end
				5'd3 : begin
						kernal1 = 20'h02992;		
				end 
				5'd4 : begin				
						kernal1 = 20'h02992;
 				end
				5'd5 : begin
						kernal1 = 20'hFC994;			
				end
				5'd6 : begin
						kernal1 = 20'hFC994;					
				end
				5'd7 : begin
						kernal1 = 20'h050FD;
				end
				5'd8 : begin 
						kernal1 = 20'h050FD;
				end
				5'd9 : begin 
						kernal1 = 20'h02F20;
				end
				5'd10 : begin 
						kernal1 = 20'h02F20;
				end
				5'd11 : begin 
						kernal1 = 20'h0202D;
				end
				5'd12 : begin 
						kernal1 = 20'h0202D;
				end
				5'd13 : begin 
						kernal1 = 20'h03BD7;
				end
				5'd14 : begin 
						kernal1 = 20'h03BD7;
				end
				5'd15 : begin 
						kernal1 = 20'hFD369;
				end
				5'd16 : begin 
						kernal1 = 20'hFD369;
				end
				5'd17 : begin 
						kernal1 = 20'h05E68;
				end
				5'd18 : begin 
						kernal1 = 20'h05E68;
				end				
				default : 
					kernal1 = 0;
			endcase	
		default :
			kernal1 = 0;
	endcase
end
always @(posedge clk or posedge reset )begin
	if(reset)begin
		corner_test <= 0;
	end
	else begin
		case(c_state)
			TAKE_DATA :
				case(c_counter)
					5'd1 : begin            
						if(c_gray_img_pos < 64 || c_gray_img_pos[5:0] == 0)begin
							corner_test <= 0;
						end
						else begin
							corner_test <= 1;
						end
					end
					5'd3 : begin
						if(c_gray_img_pos < 64)begin
							corner_test <= 0;
						end
						else begin
							corner_test <= 1;
						end
					end
					5'd5 : begin
						if(c_gray_img_pos < 64 || c_gray_img_pos[5:0] == 6'b111111)begin
							corner_test <= 0;
						end
						else begin
							corner_test <= 1;
						end
					end
					5'd7 : begin
						if(c_gray_img_pos[5:0] == 0)begin
							corner_test <= 0;
						end
						else begin
							corner_test <= 1;
						end				
					end 
					5'd9 : begin				
							corner_test <= 1;
	 				end
					5'd11: begin
						if(c_gray_img_pos[5:0] == 6'b111111)begin
							corner_test <= 0;
						end
						else begin
							corner_test <= 1;
						end					
					end
					5'd13: begin
						if(c_gray_img_pos[5:0] == 0 || c_gray_img_pos > 12'd4031)begin
							corner_test <= 0;
						end
						else begin
							corner_test <= 1;
						end					
					end
					5'd15: begin
						if(c_gray_img_pos > 12'd4031)begin
							corner_test <= 0;
						end
						else begin
							corner_test <= 1;
						end
					end
					5'd17: begin 
						if(c_gray_img_pos > 12'd4031 || c_gray_img_pos[5:0] == 6'b111111)begin
							corner_test <= 0;
						end
						else begin
							corner_test <= 1;
						end	
					end
					default : 
						corner_test <= corner_test;
				endcase
		endcase
	end
end
endmodule
</file>
==> impl_metrics.tcl <==
# place-and-route summary
set metrics [dict create \
    worstMarginPinSlew_ns 0.971 \
    setup_tns_ns 0 \
    ioPinCount 105 \
    combGateArea_mm2 0.0334 \
    portBuffers 103 \
    combPwrFrac_pct 91.9 \
    grt_pass1_wl_mm 204 \
    power_per_cell_area_mw_per_mm2 130 \
    synth_area_mm2 0.0430 \
    startpoint_type "input pin" \
    drc 0 \
    clk_pin_slew_ns 0.07 \
    crit_type "in2reg" \
    cts-htree-levels 4 \
    synthArstFlopShare_pct 100 \
    cts_sinks 165 \
    drive_above_1_share_pct 3.46 \
    vias 34200 \
    cp.required_ns 27.61 \
    ff2ff_setup_slack_ns 17.16 \
    grt_pass1_vias 35000 \
    ant_nets 0 \
    p_seq_share_pct 4.0 \
    slew_headroom_pct 35.0 \
    die_height_um 381 \
    grt_antenna_before_repair 1 \
    first_iter_violations 2139 \
    end_kind "register" \
    totalWireLength_mm 128 \
    fmax_mhz 74.3 \
    period_minus_slack_ns 13.45 \
    yosys_warnings 1 \
    ys_types 89 \
    hpwl_mm 106 \
    drv_cap 0 \
    grt_usage_pct 19.1 \
    p_sw_uw 3280 \
    clk_latency_ns 0.51 \
    clock-root-buffer "clkbuf_16" \
    tool_warnings 44 \
    dieArea_mm2 0.145 \
    viasPerCell 4.87 \
    rsz0062_at_grt "false" \
    finalHoldViolCount 0 \
    ir_drop_mv 0.384 \
    numCtsBuffers 17 \
    hold_class "reg2reg" \
    grt_max_degree 85 \
    ff_latch_area_mm2 0.00413 \
    die_width_um 381 \
    yosysChipArea_mm2 0.0430 \
    post_cts_buffers 0 \
    p_int_uw 2840 \
    setup-violations-final 0 \
    fill_cells 14800 \
    cts_resized 0 \
    grt_overflow_total 0 \
    hold-worst-slack_ns 0.489 \
    crit_fanout 10 \
    slew_violations 0 \
    finalClockPeriodUsage_pct 49.5 \
    switching_share_pct 53.6 \
    cts_tree "built" \
    outcome "finished clean" \
    syn_inst 5107 \
    initCoreUtil_pct 30.3 \
    edf_count 0 \
    ys.flop_type "dfrtp_1" \
    wl_per_cell_um 18.2 \
    arrival_ns 13.86 \
    area_growth_pct 9.37 \
    design.core.area_mm2 0.142 \
    clkPwrFrac_pct 4.1 \
    dr.pass1.iters 7 \
    ys_seq_share_pct 9.60 \
    cts_hold_buf 0 \
    fin_worst_skew_ns 0.0170 \
    rows 138 \
    p_leak_uw 0.0239 \
    numSynthFlops 165 \
    avgSynthCellArea_um2 8.42 \
    clockBufferDepth 2 \
    ys_cells 5107 \
    gp_congestion 0.974 \
]
==> sequential cells by signal, summed over array words and instances (netlist names) <==
signal,cells
c_conv_data0,40
corner_test,1
csel,3
c_counter,5
cwr,1
c_gray_img_pos,12
c_conv_data1,40
pooling_sel,1
busy,1
caddr_wr,12
crd,1
caddr_rd,12
c_state,4
iaddr,12
cdata_wr,20
==> synth_stat cells (8+ instances only) <==
cell type | n | area, um2
a211oi_1 | 29 | 218
a21o_1 | 58 | 435
a21oi_1 | 184 | 921
a221o_1 | 9 | 90.1
a222oi_1 | 20 | 200
a22oi_1 | 8 | 60.1
a31oi_1 | 44 | 275
and2_1 | 37 | 231
and3_1 | 31 | 194
buf_1 | 8 | 30.0
buf_2 | 13 | 65.1
clkbuf_1 | 178 | 668
dfrtp_1 | 165 | 4130
fa_1 | 858 | 17200
ha_1 | 314 | 3930
inv_1 | 1246 | 4680
mux2i_1 | 9 | 90.1
nand2_1 | 590 | 2210
nand2b_1 | 32 | 200
nand3_1 | 63 | 315
nand4_1 | 20 | 125
nor2_1 | 497 | 1870
nor2b_1 | 23 | 144
nor3_1 | 43 | 215
nor3b_1 | 8 | 60.1
nor4_1 | 9 | 56.3
o211ai_1 | 15 | 113
o21a_1 | 18 | 135
o21ai_0 | 198 | 991
o21ai_1 | 19 | 95.1
o21bai_1 | 11 | 82.6
o221ai_1 | 15 | 131
o22ai_1 | 14 | 87.6
o31ai_1 | 11 | 82.6
or2_2 | 9 | 56.3
or3_1 | 12 | 75.1
xnor2_1 | 116 | 1020
xor2_1 | 37 | 324
==> layout make-up <==
| class | count | area share (%) |
|---|---|---|
| diodes | 2 | 0.0106 |
| flip-flops and latches | 165 | 8.78 |
| repair buffers | 216 | 4.02 |
| multi-input cells | 3483 | 71.0 |
| clock buffers | 18 | 0.934 |
| clock inverters | 12 | 0.261 |
| inverters | 1251 | 10.0 |
| well taps | 1890 | 5.03 |
==> layer usage <==
| layer | share of wire (%) | routed length, um | vias to the layer above | GRT usage, % |
|---|---|---|---|---|
| li1 | - | - | 15700 | - |
| met4 | 4.0 | 5090 | 4 | 5.53 |
| met3 | 11 | 14500 | 139 | 8.00 |
| met1 | 40 | 51400 | 17100 | 26.2 |
| met2 | 44 | 56700 | 1253 | 28.3 |
| met5 | 0.093 | 119 | - | 0.529 |
==> power by group through the flow <==
stage	logic [uW]	clock network, uW	registers [uW]
after CTS	5700	259	245
after global routing	6520	267	245
final	5630	251	245
==> path summary, 6_finish.rpt <==
path                                 start          endpoint  cells past startpoint
min in group asynchronous            reset   c_conv_data1[5]                      2
worst max-delay path              idata[4]  c_conv_data1[39]                     27
worst max register to register  c_state[0]  c_conv_data1[39]                     35
worst min-delay path              iaddr[7]          iaddr[7]                      2
worst min register to register    iaddr[7]          iaddr[7]                      2
max in group asynchronous            reset  c_conv_data0[36]                      3
==> worst max-delay path, cell delays in order <==
cell             delay [ns]
clkdlybuf4s50_1        0.53
nand2_1                0.49
nor2_1                 0.49
inv_1                  0.16
fa_1                   0.50
inv_1                  0.05
fa_1                   0.50
inv_1                  0.05
fa_1                   0.47
inv_1                  0.05
fa_1                   0.49
inv_1                  0.05
fa_1                   0.55
fa_1                   0.43
fa_1                   0.49
inv_1                  0.04
ha_1                   0.35
and3_1                 0.23
nand4_1                0.15
a211oi_1               0.53
o21ai_0                0.32
a31oi_1                0.48
a21oi_1                0.22
o21bai_1               0.29
o41ai_1                0.11
mux2i_1                0.13
o31ai_1                0.25
==> per-stage QoR <==
stage	instances	cell area (um2)	worst slack, ns	total power, uW	util [%]
6_report	7037	47000	13.75	6120	33.1
3_5_place_dp	7005	46500	13.41	5920	32.7
4_1_cts	7035	47000	13.92	6200	33.1
2_1_floorplan	5107	43000	14.35	4810	-
5_1_grt	7035	47000	13.49	7030	33.1
3_3_place_gp	7005	46500	13.37	5920	32.7
==> cell usage in the layout, fill, tap and decap left out, drive strengths merged, types with 113 or more instances in the layout <==
cell and instances:
nand2 590, dfrtp 165, fa 858, buf 113, nor2 499, o21ai 218, a21oi 185, ha 314
inv 1251, xnor2 116
==> cells by family after synthesis <==
family | after synthesis | share of synthesized area (%)
buffers and inverters | 1459 | 12.9
and+or+nand+nor | 1400 | 13.9
adders and majority gates | 1173 | 49.1
AOI/OAI and AO/OA | 745 | 11.1
DFF | 165 | 9.60
xor gates and xnor gates | 153 | 3.12
muxes | 12 | 0.288
Power and IR drop assume default switching activity.
